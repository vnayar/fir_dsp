File: ./run.sh
#!/bin/bash
# OpenROAD 26Q1-2900-gdf79404cd8, Yosys 0.63+post, stock flow scripts
make -C /OpenROAD-flow-scripts/flow DESIGN_CONFIG=/design/flow/config.mk WORK_HOME=/design/flow/orfs finish
File: ./config.mk
export PLATFORM = sky130hd
export DESIGN_NAME = dag
export DESIGN_NICKNAME = dag
export VERILOG_FILES = /design/flow/design.v
export SDC_FILE = /design/flow/constraint.sdc
export NUM_CORES = 4
export LEC_CHECK = 1
export CORE_UTILIZATION = 50
File: ./constraint.sdc
current_design dag

set clk_period 20.0
set clk_io_pct 0.2

create_clock -name clk0 -period $clk_period [get_ports {clk}]

set non_clock_inputs [all_inputs -no_clocks]
set_input_delay [expr $clk_period * $clk_io_pct] -clock clk0 $non_clock_inputs
set_output_delay [expr $clk_period * $clk_io_pct] -clock clk0 [all_outputs]
File: ./design.v
module dag
  (
   input 			 clk,
   input 			 re,  
   input [2:0] 		 cbs,  
   input 			 we,  
   input [15:0] 	 base,  
   input [11:0] 	 len,
   input 			 sign,
   input [2:0] 		 expt,
   output reg [15:0] a);  
   reg [15:0] 	 cb_base[3:0];
   reg [15:0] 	 cb_top[3:0];
   reg [15:0] 	 cb_inc[3:0];
   reg [15:0]    cb_ptr[3:0];
   always @(posedge clk) begin
      if (we) begin
         a <= 16'bz;
         cb_base[cbs] <= base;
         cb_ptr[cbs] <= base;
         cb_top[cbs] <= base + {3'b0, len};
         cb_inc[cbs] = 1 << expt;  
         cb_inc[cbs] = sign ? -cb_inc[cbs] : cb_inc[cbs];
      end
      else if (re) begin
         a <= cb_ptr[cbs];
         cb_ptr[cbs] = cb_ptr[cbs] + cb_inc[cbs];  
         cb_ptr[cbs] = cb_ptr[cbs] >= cb_top[cbs] ? cb_base[cbs] : cb_ptr[cbs];
         cb_ptr[cbs] = cb_ptr[cbs] < cb_base[cbs] ? cb_top[cbs] : cb_ptr[cbs];
      end
      else
        a <= 16'bz;
   end  
endmodule  
==> changes_impl.md <==
### Implementation results

* Max Cap Viol at 0
* Total design power at roughly 1.8 mW
* Clock sinks at around 270
* Fin Setup TNS at 0 ps
* WHS Path Cells at 2
* Yosys stat area at roughly 14,000 µm²
* Iteration-0 DRC Markers at about 520
* Insertion Delay late pin at approximately 560 ps
* GPL Wtd Cong at 0.895
* Synth Cell Area at 14,100 µm²
* # H-tree levels at 1
* Vias per inst at ~5.8
* Initial antenna violation count at 0
* CP top delay family: simple AND/OR/NAND/NOR gates
* Vias at 8,991
* GRT Util Overall at 26.1%
* Hold Path Class: reg -> reg
* CP Launch Type: primary input
* Distinct lib cells at slightly above 70
* Routed len/inst at 21.3 µm
* Ys Warns at 5
* Pin count of the biggest net entering global routing at roughly 61
* Skew final at between 10 and 15 ps
* R2R Path End: cb_ptr[0][13]$_DFFE_PP_
* Final tally of setup violations at 0
* DR pass1 iterations at 5
* RSZ-0062 raised after global routing: no
* Post-route ant nets at 0
* CP max-delay cell: mux4_2
* Die area at around 29,000 µm²
* R2r worst-path depth at 29
* Crit path launch: cbs[1]
* CTS tree: yes
* # rows at roughly 61
* Post-CTS Resized at 0
* CP endpoint kind: flop
* CP arrival at between 10,000 and 15,000 ps
* Post-synthesis instance total at approximately 1,100
* Post-detail-place hpwl at 21,500 µm
* Post-CTS Setup Bufs at 0
* # IOs at 54
* CP required at approximately 20,000 ps
* First-pass GRT wire length at ~52,000 µm
* Fin. max-slew vios at 0
* Drt drc at 0
* Antenna cells at 0
* Die Span Y at 170 µm
* Synth async-reset ratio at 0%
* Ys flops at between 200 and 300
* Vias in the first global route at a little over 9,000
* EDFF count, synth at 256
* Worst path max stage delay at 610 ps
* Clk pin slew, worst setup/hold paths at 60 ps
* Leak Pwr at slightly below 6 nW
* Total CTS buffers at 30
* Clock buffer depth at 3
* Final worst-path setup slack at approximately 7400 ps
* Final count of hold timing violations at 0
* Initial core utilization at 50.8%
* Slew HR at a little under half
* Actual slew at the worst max-slew pin at just under 800 ps
* Buf+Inv Stages, Crit Path at 5
* OpenROAD warnings at 26
* R2R Setup Slk at 11,530 ps
* Crit share post-route at 63.0%
* Syn_area_per_cell at about 13 µm²
* RR Startpoint: cb_ptr[1][0]$_DFFE_PP_
* IO Port Bufs at 52
* Yosys cell count at between 1,000 and 1,500
* Crit path to: cb_ptr[0][13]$_DFFE_PP_
* FILL cells at around 2,200
* Dpl ws at just under 7000 ps
* CP dominant cell by count: buf_4
* Post-synth seq share at between 50% and 60%
* Area grow syn2layout at 13.5%
* Fmax at about 80 MHz
* Crit Path Max Fanout at 34
* Fraction of layout cells with a size suffix above 1 at roughly 15%
* Core Area at between 20,000 and 30,000 µm²
* CTS root buf: clkbuf_16
* Power per cell area at between 100 and 150 nW/µm²
* Final wirelength at 33,000 µm
* Peak VDD IR at ~0.000075 V
* Run status: finished, final reports clean
* Die width at about 170 µm
* Main flop type: edfxtp_1
* WS Path Type: in -> reg
* WP depth at 29
* Fin crit period at 12,610 ps
* Total grt overflow at 0
* CTS hold repair buffers at 0
[power by group]
part	total (mW)	internal [mW]	switching, mW
combinational	0.565	0.220	0.345
sequential	0.697	0.682	0.0149
clock	0.560	0.340	0.220
total	1.82	1.24	0.580
[synthesized netlist by cell type, types with 5 or more instances]
| library cell | number | share of area [%] |
|---|---|---|
| a311oi_1 | 5 | 0.31 |
| nor2b_1 | 6 | 0.27 |
| clkbuf_8 | 5 | 0.49 |
| mux4_2 | 61 | 9.8 |
| o21ai_0 | 73 | 2.6 |
| clkbuf_1 | 32 | 0.85 |
| ha_1 | 59 | 5.2 |
| dfxtp_1 | 16 | 2.3 |
| mux2i_1 | 14 | 1.0 |
| nor2_1 | 58 | 1.5 |
| a21oi_1 | 84 | 3.0 |
| edfxtp_1 | 256 | 55 |
| a31oi_1 | 24 | 1.1 |
| a21boi_0 | 5 | 0.27 |
| mux2_2 | 13 | 1.0 |
| o21a_1 | 13 | 0.69 |
| o211ai_1 | 8 | 0.43 |
| or3_1 | 5 | 0.22 |
| inv_1 | 48 | 1.3 |
| xnor2_1 | 14 | 0.87 |
| and3_1 | 6 | 0.27 |
| xor2_1 | 11 | 0.68 |
| a21o_1 | 16 | 0.85 |
| nand2_1 | 147 | 3.9 |
| nand3_1 | 12 | 0.43 |
| buf_2 | 15 | 0.53 |
| nor3_1 | 9 | 0.32 |
| and2_1 | 5 | 0.22 |
[worst min path at each step]
stage / endpoint / startpoint / slack, ps
after CTS: cb_inc[1][8]$_DFFE_PP_ / cb_inc[1][8]$_DFFE_PP_ / 550
after global routing: cb_inc[2][8]$_DFFE_PP_ / cb_inc[2][8]$_DFFE_PP_ / 570
final: cb_inc[1][8]$_DFFE_PP_ / cb_inc[1][8]$_DFFE_PP_ / 550
[flip-flops by register name, indices dropped and copies added, names as in the netlist, named ones only]
name and flops:
a 16, cb_base 64, cb_inc 48, cb_ptr 64
cb_top 64
[logic make-up after synthesis]
logic type      Yosys count  synth area share (%)
flops                   272                  56.9
mux                      89                  11.9
buf+inv                 109                  3.58
fa+ha+maj                61                  5.53
compound gates          263                  11.7
xor+xnor                 26                  1.67
simple gates            277                  8.76
[metrics by stage]
| step | cells | hold slack [ps] | utilization [%] | instance area [µm²] |
|---|---|---|---|---|
| after global routing | 1548 | 569 | 57.6 | 16000 |
| final | 1548 | 547 | 57.6 | 16000 |
| after global placement | 1492 | 531 | 54.0 | 15000 |
| after floorplan | 1097 | 513 | - | 14100 |
| after detailed placement | 1492 | 534 | 54.0 | 15000 |
| after CTS | 1548 | 550 | 57.6 | 16000 |
[layout by cell type (no fill, tap or decap), types with 5 or more instances in the layout]
cell             Yosys  final
a21boi_0             5      5
a21o_1              16     16
a21oi_1             84     84
a311oi_1             5      5
a31oi_1             24     24
and2_1               5      5
and3_1               6      6
buf_4                4     29
clkbuf_1            32     10
clkbuf_16            0     31
clkbuf_8             5      5
clkdlybuf4s50_1      0     49
clkinv_2             0      6
dfxtp_1             16     16
edfxtp_1           256    256
ha_1                59     59
inv_1               48     47
mux2_2              13     13
mux2i_1             14     14
mux4_2              61     61
nand2_1            147    147
nand3_1             12     12
nor2_1              58     54
nor2b_1              6      6
nor3_1               9      9
o211ai_1             8      8
o21a_1              13     13
o21ai_0             73     69
or3_1                5      5
xnor2_1             14     14
xor2_1              11     11
[worst register-to-register path, delay by kind of cell, from the launching register on]
| kind | cells | cell delay (ps) |
|---|---|---|
| AND/OR/NAND/NOR | 11 | 3080 |
| AND-OR/OR-AND | 9 | 2490 |
| multiplexers | 2 | 910 |
| adder cells (fa/ha/maj) | 4 | 890 |
| buffers and inverters | 3 | 430 |
| flip-flops | 1 | 400 |
[layer usage]
layer	part of all wire (%)	vias to the layer above	track usage, %
met5	0	-	0
met4	2.3	0	4.50
met3	7.5	47	8.22
met2	47	321	39.1
met1	43	4339	42.3
li1	-	4284	-
[cell type report]
class                   count  area, µm²  share of cell area (%)
inverters                  48        180                    1.13
clock inverters            10        128                   0.799
well taps                 378        473                    2.96
multi-input cells         716       5590                    35.0
repair buffers             78        708                    4.43
clock buffers              46        882                    5.52
flip-flops and latches    272       8010                    50.1
No activity file was given, so power comes from the tool's default toggle rates.
