<file path="./run.sh">
#!/bin/bash
# OpenROAD 26Q1-2900-gdf79404cd8, Yosys 0.63+post, stock flow scripts
make -C /OpenROAD-flow-scripts/flow DESIGN_CONFIG=/design/flow/config.mk WORK_HOME=/design/flow/orfs finish
</file>
<file path="./config.mk">
export PLATFORM = sky130hd
export DESIGN_NAME = alu
export DESIGN_NICKNAME = alu
export VERILOG_FILES = /design/flow/design.v
export SDC_FILE = /design/flow/constraint.sdc
export NUM_CORES = 4
export LEC_CHECK = 1
export CORE_UTILIZATION = 40
</file>
<file path="./constraint.sdc">
current_design alu

set clk_period 258.5
set clk_io_pct 0.2

create_clock -name clk0 -period $clk_period

set non_clock_inputs [all_inputs -no_clocks]
set_input_delay [expr $clk_period * $clk_io_pct] -clock clk0 $non_clock_inputs
set_output_delay [expr $clk_period * $clk_io_pct] -clock clk0 [all_outputs]
</file>
<file path="./design.v">
module alu
  (
   input [2:0]       ctrl,
   input [31:0]      src_a, src_b,
   output reg [31:0] result);
   always @(*) begin
      case (ctrl)
        0: result = src_a & src_b;
        1: result = src_a | src_b;
        2: result = src_a + src_b;
        3: result = src_a * src_b;
        4: result = src_a / src_b;
        6: result = src_a - src_b;
        7: result = src_a < src_b;
        default: result = src_a + src_b;
      endcase  
   end  
endmodule  
</file>
==> ci_impl_report.md <==
## Implementation flow summary

| Metric | Value |
|---|---|
| Status | `complete, no violations` |
| RSZ-0062 raised after global routing | `no` |
| Mean post-synth cell area | `7.19 um2` |
| FP Util | `between 40 and 50%` |
| Final HPWL DP | `between 150,000 and 200,000 um` |
| I/O Buffers | `99` |
| Post-DRT Antenna Nets | `0` |
| Hold-fix buffers, CTS | `0` |
| Post-synth cell types | `roughly 110` |
| Die area | `0.124 mm2` |
| Setup bufs post-CTS | `0` |
| Number of setup violations in the final report | `0` |
| Required @ worst endpoint | `206,800 ps` |
| # resized after CTS | `0` |
| Crit end category | `primary output` |
| Pwr/cell area | `12.0 mW/mm2` |
| Via count | `52,200` |
| Storage cell area | `0 um2` |
| Area Growth Syn to Fin | `6.94%` |
| Row cnt | `127` |
| FFs & Latches | `0` |
| Pin count of the biggest net entering global routing | `around 56` |
| Synth Warn # | `1` |
| Cycle use final | `74.0%` |
| Yosys Instances | `between 6,000 and 7,000` |
| Synth area leader | `ha_1` |
| TritonRoute pass-1 iters | `6` |
| Hold Crit Class | `in2out` |
| Final Critical Period | `191,230 ps` |
| Worst Path Arrival | `139,530 ps` |
| Worst Hold End | `result[24]` |
| TNS Setup | `0 ps` |
| DR vias/cell | `6.19` |
| Synthesized instance count | `6,807` |
| Die width | `352 um` |
| Slew Viols, Final | `0` |
| GRT overflow | `0` |
| Gr usage total | `between 40 and 50%` |
| Mapped Area | `0.0490 mm2` |
| DRC viols | `0` |
| Routed wire length | `244,000 um` |
| First-pass GRT wire length | `~350,000 um` |
| Initial antenna violation count | `8` |
| Peak supply drop | `57.8 uV` |
| Wire per inst | `29.0 um` |
| Number of max-cap violations | `0` |
| Post-synth area hogs | `ha_1 19%, fa_1 17%, nand2_1 6.7%` |
| Worst hold margin | `~100,000 ps` |
| P_leak | `25.1 nW` |
| CORE AREA | `0.121 mm2` |
| RePlAce Congestion | `between 1 and 1.5` |
| Critical Path Max Stage Delay | `1160 ps` |
| CP most frequent cell | `ha_1` |
| DRT iter0 DRCs | `approximately 5,000` |
| Count of tool warnings | `100` |
| Startpoint types | `primary input` |
| Final Util | `43.4%` |
| Power Internal | `0.000245 W` |
| Final Non-Filler Cells | `8,433` |
| Placed Cells | `8,432` |
| Critical path's slowest cell | `a21oi_1` |
| Slew HR | `2.69%` |
| Worst Path Max Fanout | `41` |
| Sequential-to-total area share from yosys stat | `0%` |
| Sw Share | `approximately 60%` |
| F_max | `roughly 5.2 MHz` |
| # IOs | `between 90 and 100` |
| Switching power | `0.000386 W` |
| Final Hold Vio Count | `0` |
| Tally of filler cells in the layout | `12,400` |
| Share of cells above drive strength 1 | `6.45%` |
| # clk buffers | `0` |
| Vias in the first global route | `around 50,000` |
| Synth top cells by count | `880 x nand2_1, 750 x ha_1, 693 x inv_1, 639 x nor2_1, 496 x a21oi_1` |
| Worst hold stages | `4` |
| Count leader, synth | `nand2_1` |
| Hold path start | `ctrl[1]` |
| Post-synth area from yosys stat | `0.0490 mm2` |
| Worst slew pin tran | `1460 ps` |
| Area leader share | `19.2%` |
| Height of the die | `352 um` |
| Critical path class | `in2out` |
[critical path: cells and delay by family]
kind,cells,cell delay [ps]
AOI/OAI and AO/OA,157,43520
and+or+nand+nor,88,24230
adders and majority gates,31,10660
buffers and inverters,26,7130
muxes,6,2110
[worst max path at each step]
| stage | end | depth (start not counted) | from | slack (ps) |
|---|---|---|---|---|
| global route | result[0] | 304 | src_b[28] | 62980 |
| finish | result[0] | 308 | src_b[28] | 67270 |
| CTS | result[0] | 306 | src_b[28] | 69970 |
[through the flow]
| stage | instance area [um2] | total power, W | setup WS (ps) |
|---|---|---|---|
| CTS | 52400 | 0.000617 | 69970 |
| floorplan | 49000 | 0.000416 | 85980 |
| global route | 52400 | 0.000698 | 62980 |
| detailed placement | 52400 | 0.000615 | 70330 |
| global placement | 52400 | 0.000612 | 70430 |
| finish | 52400 | 0.000631 | 67270 |
[cell families after synthesis]
kind of cell,Yosys count,synth area share [%]
AOI/OAI and AO/OA,1802,24.6
adders and majority gates,1160,35.9
muxes,107,2.40
and+or+nand+nor,2298,21.2
xor gates and xnor gates,463,8.28
buffers and inverters,977,7.58
[layout by cell type, fill, tap and decap left out, types with 16 or more instances in the layout]
| master | instances |
|---|---|
| a211o_1 | 24 |
| a211oi_1 | 56 |
| a21boi_0 | 23 |
| a21o_1 | 187 |
| a21oi_1 | 496 |
| a221o_1 | 18 |
| a221oi_1 | 19 |
| a31o_2 | 17 |
| a31oi_1 | 83 |
| a41oi_1 | 17 |
| and2_1 | 38 |
| and3_1 | 37 |
| buf_4 | 189 |
| clkdlybuf4s50_1 | 94 |
| fa_1 | 410 |
| ha_1 | 750 |
| inv_1 | 680 |
| mux2_2 | 78 |
| mux2i_1 | 28 |
| nand2_1 | 880 |
| nand2b_1 | 46 |
| nand3_1 | 149 |
| nand4_1 | 53 |
| nor2_1 | 637 |
| nor2b_1 | 57 |
| nor3_1 | 160 |
| nor4_1 | 36 |
| o211ai_1 | 62 |
| o21a_1 | 134 |
| o21ai_0 | 299 |
| o21bai_1 | 38 |
| o221ai_1 | 27 |
| o22ai_1 | 31 |
| o31a_1 | 16 |
| o31ai_1 | 45 |
| or2_2 | 56 |
| or3_1 | 66 |
| xnor2_1 | 299 |
| xor2_1 | 164 |
[final cells by class]
| cell class | instances | area [um2] | area share [%] |
|---|---|---|---|
| inverter | 702 | 2640 | 5.04 |
| timing repair buffer | 288 | 2380 | 4.55 |
| tap | 1612 | 2020 | 3.85 |
| multi-input combinational | 5830 | 45300 | 86.6 |
| antenna | 1 | 2.50 | 0.00478 |
[layer usage]
| metal | share of wire (%) | track usage (%) |
|---|---|---|
| met4 | 4.8 | 14.4 |
| met2 | 39 | 54.8 |
| met5 | 0.10 | 1.14 |
| met1 | 44 | 59.5 |
| met3 | 12 | 13.8 |
[power by group through the flow]
stage	clock, W	combinational (W)	sequential, W
5_1_grt	0	0.000698	0
4_1_cts	0	0.000617	0
Power figures rest on the tool's default switching activity, not on a simulated workload.
