--- run.sh ---
#!/bin/bash
# OpenROAD 26Q1-2900-gdf79404cd8, Yosys 0.63+post, stock flow scripts
make -C /OpenROAD-flow-scripts/flow DESIGN_CONFIG=/design/flow/config.mk WORK_HOME=/design/flow/orfs finish
--- config.mk ---
export PLATFORM = sky130hd
export DESIGN_NAME = prog_seq
export DESIGN_NICKNAME = prog_seq
export VERILOG_FILES = /design/flow/design.v
export SDC_FILE = /design/flow/constraint.sdc
export NUM_CORES = 4
export LEC_CHECK = 1
export CORE_UTILIZATION = 30
--- constraint.sdc ---
current_design prog_seq

set clk_period 7.1
set clk_io_pct 0.2

create_clock -name clk0 -period $clk_period [get_ports {clk}]

set non_clock_inputs [all_inputs -no_clocks]
set_input_delay [expr $clk_period * $clk_io_pct] -clock clk0 $non_clock_inputs
set_output_delay [expr $clk_period * $clk_io_pct] -clock clk0 [all_outputs]
--- design.v ---
module prog_seq
  (
   input             clk, reset,
   input             we,  
   input [11:0]      iter, size,
   output reg [15:0] addr);
   reg [3:0]         stack_index;
   reg [15:0]        loop_start[3:0];
   reg [15:0]        loop_end[3:0];
   reg [11:0]        loop_iter[3:0];
   always @(posedge clk, posedge reset) begin
      if (reset) begin
         addr <= 0;
         stack_index <= 0;
      end
      else if (we) begin
         stack_index = stack_index + 1;
         loop_start[stack_index] <= addr + 1;
         loop_end[stack_index] <= addr + 1 + size;
         loop_iter[stack_index] <= iter - 1;
         addr <= addr + 1;
      end
      else begin
         if (addr == loop_end[stack_index]) begin
            if (loop_iter[stack_index] !== 0) begin
               loop_iter[stack_index] <= loop_iter[stack_index] - 1;
               addr <= loop_start[stack_index];
            end
            else begin
               stack_index <= stack_index - 1;
               addr <= addr + 1;
            end
         end
         else
           addr <= addr + 1;
      end  
   end  
endmodule  
==> results.ini <==
[outcome]
status = complete, no violations

[final_layout]
final_util_pct = 35.97
drive_gt1_share_pct = 10.45
syn_to_final_growth_pct = 16.98
nFillCells = 2648
fin_area_sq_um = 10070

[synth]
yosys_warnings = 4
top_cell = edfxtp_1
postSynthSeqShare_pct = 66.60
synth.top_cells.by_count = edfxtp_1, a21oi_1, nor2_1
ys_chip_area_sq_um = 8612
ys_cells = 610
top_cells_by_area = edfxtp_1, dfrtp_1, a222oi_1
numSynthFlops = 194
synth_area_leader_cell = edfxtp_1
ys.flop_type = edfxtp_1
edf_count = 176
synth_area_sq_um = 8612
yosysTopAreaCellShare_pct = 61.37
yosysUniqueCellTypes = 50
synth_area_per_cell_sq_um = 14.12
netlist_instances = 610
async_flop_share_pct = 9.278

[floorplanning]
die-area_sq_um = 29390
die_h_microns = 171.4
ios = 43
coreArea_sq_um = 28010
fp_util_pct = 30.75
row_count = 61
fp.dieW_microns = 171.4

[clocking]
cts_resized = 0
clk_root_buffer_cell = clkbuf_16
cts_tree = done
clkSinkCount = 194
hold_buffers = 0
h-tree-depth = 4
clkTransAtPathRegs_ps = 70
clock_path_buffers = 2
worstSkewPairLatency_ps = 430
post_cts_buffers = 0
cts_buffers = 17

[timing]
finalHoldViolations = 0
fmax_mhz = 266.1
tns_ps = 0
whs_ps = 552.4
grt_setup_unrepaired = no
slew_violations = 0
tightest_slew_ps = 714.9
final-setup-viol-count = 0
relSlewSlack_pct = 52.34
skew_ps = 15.12
period_minus_slack_ps = 3758
fin_crit_sh_pct = 52.93

[placed_design]
place_hpwl_mm = 11.79
placed_area_sq_um = 9478
io_buffers = 42
gp_congestion = 0.8383

[critical_path]
worstSetupPathType = flip-flop to flip-flop
startpoint_type = flip-flop
cp_data_arrival_time_ps = 4070
cp_max_fo = 29
end_kind = flip-flop
required_ps = 7410

[hold_path]
worstHoldPathType = flip-flop to flip-flop

[detailed_routing]
num_antenna_cells = 0
vias = 5291
vias_per_cell = 5.049
ant_nets = 0
routed_wl_mm = 19.39
drc = 0
wl_per_cell_microns = 18.50
drt-pass1-iter-count = 6
drtIter0Drc = 494

[pwr]
switching_power_mw = 1.289
swShare_pct = 34.20
powerDensity_nw_per_um2 = 374.2
p_total_mw = 3.770
p_int_mw = 2.481
p_leak_nw = 3.280
vdd_drop_max_mv = 0.1651
sequentialPowerShare_pct = 41.2
clockPowerShare_pct = 25.1
power_frac_comb_pct = 33.7

[global_routing]
grt_util_all_layers_pct = 14.60
grt.overflow.total = 0
grt_first_pass_wirelength_mm = 30.41
grt_max_degree = 61
antenna_found_initial = 0
first_global_vias = 5507

[flow_run]
maxCapViolCount = 0
tool_warnings = 29

## state kept, by name (all words and copies together) (netlist names)
| name | count |
|---|---|
| addr | 16 |
| loop_start | 64 |
| loop_end | 64 |
| loop_iter | 48 |
| stack_index | 2 |
## path summary, 6_finish.rpt
path / from / endpoint / slack (ps) / cells after the start
min in group asynchronous: reset / addr[5] / 1490 / 3
worst max-delay path: stack_index[1] / addr[7] / 3340 / 10
worst min register to register: loop_start[0][13] / addr[13] / 550 / 2
max in group asynchronous: reset / addr[13] / 5370 / 3
worst max register to register: stack_index[1] / addr[7] / 3340 / 10
worst min-delay path: loop_start[0][13] / addr[13] / 550 / 2
## power groups by stage
stage	Clock, mW	Combinational [mW]	Sequential (mW)
4_1_cts	0.966	1.29	1.55
5_1_grt	1.01	1.41	1.56
6_report	0.947	1.27	1.55
## critical path, stage by stage (launching register included)
cell and delay [ps]:
dfrtp_1 400, inv_1 130, ha_2 500, buf_4 470, a222oi_1 160, a21oi_1 210
xnor2_1 150, nand4_1 230, nor4_4 520, nand3b_4 420, mux2_4 420
## cell usage in the layout (no fill, tap or decap), types with 4 or more instances in the layout
cell type / instances
edfxtp_1: 176
a21oi_1: 50
nor2_1: 47
xnor2_1: 44
clkdlybuf4s50_1: 42
a222oi_1: 41
nor2b_1: 24
dfrtp_1: 18
nand2_1: 17
clkbuf_16: 17
ha_1: 16
inv_1: 15
buf_4: 15
a211oi_1: 14
o21ai_0: 13
nand3_1: 11
nor3_1: 11
nand4_1: 10
xor2_1: 9
mux2_4: 6
mux2_2: 6
inv_6: 5
a22oi_1: 4
mux2i_1: 4
and2_2: 4
## logic make-up (layout without fill, tap and decap cells)
| family | after synthesis | in the layout | synth area share [%] |
|---|---|---|---|
| fa+ha+maj | 20 | 20 | 2.993 |
| flops | 194 | 194 | 66.60 |
| xor+xnor | 53 | 53 | 5.390 |
| buf+inv | 45 | 105 | 2.470 |
| mux | 16 | 16 | 2.296 |
| simple gates | 139 | 139 | 8.339 |
| compound gates | 143 | 143 | 11.91 |
## routing by layer
layer / global-route usage (%) / vias up / routed length [microns]
li1: - / 2488 / -
met2: 21.11 / 253 / 8425
met1: 20.51 / 2530 / 8417
met4: 2.057 / 0 / 276
met3: 8.035 / 20 / 2267
met5: 0 / - / 0
## layout make-up
class | count | area [sq um] | share of cell area [%]
inverters | 16 | 60.06 | 0.5961
well taps | 378 | 473.0 | 4.694
repair buffers | 57 | 533.0 | 5.291
flip-flops and latches | 194 | 5736 | 56.93
clock buffers | 20 | 456.7 | 4.533
clock inverters | 12 | 140.1 | 1.391
multi-input cells | 371 | 2676 | 26.56
## stage by stage
step           cells  setup WS (ps)
2_1_floorplan    610           3038
3_3_place_gp    1016           3050
3_5_place_dp    1016           3020
4_1_cts         1048           3316
5_1_grt         1048           3131
6_report        1048           3342
Power figures rest on the tool's default switching activity, not on a simulated workload.
